## design.v

```verilog
module bridge_top(input Hclk,Hresetn,Hwrite,Hreadyin,
                  input [1:0]Htrans,
                  input [31:0]Hwdata,Haddr,Prdata,
                  output Hreadyout,Penable,Pwrite,
                  output [1:0]Hresp,
                  output [2:0]Psel,
                  output [31:0]Pwdata,Hrdata,Paddr) ;
 wire valid,Hwrite_reg;
 wire [31:0]Hwdata1,Hwdata2,Haddr1,Haddr2;
 wire [2:0]tsel;
ahb_slave_interface AHB(Htrans,Hwrite,Hreadyin,Hclk,Hresetn,Hwdata,Prdata,Haddr,Hrdata,Hwdata1,Hwdata2,Haddr1,Haddr2,tsel,valid,Hwrite_reg);
apb_controller APB(Hclk,Hresetn,valid,Hwrite,Hwrite_reg,tsel,Hwdata1,Hwdata2,Haddr1,Haddr2,Hreadyout,Penable,Pwrite,Pwdata,Paddr,Psel,Hresp);
endmodule
module ahb_slave_interface(
                           input [1:0]Htrans,
                           input Hwrite,Hreadyin,Hclk,Hresetn,
                           input [31:0]Hwdata,Prdata,
                           input [31:0]Haddr,
                           output [31:0]Hrdata,
                           output reg [31:0]Hwdata1,Hwdata2,Haddr1,Haddr2,
                           output reg [2:0]tsel,
                           output reg valid,Hwrite_reg
                                );
wire interrupt,counter_timer,remap;
always@(posedge Hclk or negedge Hresetn)
  begin
    if(~Hresetn)
      begin
       Hwdata1<=0;       
       Hwdata2<=0;
       Haddr1<=0;
       Haddr2<=0;
      end
    else
      begin
        Hwdata1<=Hwdata;
        Hwdata2<=Hwdata1;         
        Haddr1<=Haddr;
        Haddr2<=Haddr1;
        Hwrite_reg<=Hwrite;
      end
end
always@(*)
 begin
    if(Hreadyin && Haddr>=32'h80000000 && Haddr<=32'h8C000000 && (Htrans==2'b10 || Htrans==2'b11))
      valid<=1'b1;
    else
      valid<=1'b0;
 end  
assign interrupt=(Haddr>=32'h80000000 && Haddr<32'h84000000)?1:0;
assign counter_timer=(Haddr>=32'h84000000 && Haddr<32'h88000000)?1:0;
assign remap=(Haddr>=32'h88000000 && Haddr<32'h8C000000)?1:0;
always@(*)
 begin
   case({remap,counter_timer,interrupt})
        3'b001: tsel=3'b001;
        3'b010: tsel=3'b010;
        3'b100: tsel=3'b100;
       default: tsel=3'b000;
  endcase
end
assign  Hrdata=Prdata;
endmodule
module apb_controller(input Hclk,Hresetn,valid,Hwrite,Hwrite_reg,
                      input [2:0]tsel,
                      input [31:0]Hwdata1,Hwdata2,Haddr1,Haddr2,
                      output reg Hreadyout,
                      output reg Penable,Pwrite,
                      output reg [31:0]Pwdata,Paddr,
                      output reg [2:0]Psel,
                      output reg [1:0]Hresp );
parameter ST_IDLE    =  3'b000,
          ST_READ    =  3'b001,
          ST_WWAIT   =  3'b010,
          ST_WRITE   =  3'b011,
          ST_WRITEP  =  3'b100,
          ST_RENABLE =  3'b101,
          ST_WENABLE =  3'b110,
          ST_WENABLEP=  3'b111;
reg [2:0]STATE,N_STATE;
always@(posedge Hclk or negedge Hresetn)
 begin
   if(!Hresetn)
       STATE <= ST_IDLE;
   else
       STATE <= N_STATE;
 end
always@(*)
  begin
             N_STATE=ST_IDLE;
        case(STATE)
           ST_IDLE  :   begin
                          if(valid==1'b0)
                            N_STATE = ST_IDLE;
                          else if(valid==1'b1 && Hwrite==1'b1)
                            N_STATE = ST_WWAIT;
                          else if(valid==1'b1 && Hwrite==1'b0)
                            N_STATE = ST_READ;
                        end
           ST_READ   :   N_STATE = ST_RENABLE;
           ST_WWAIT  :  begin
                         if(valid)
                           N_STATE = ST_WRITEP;
                         else
                           N_STATE = ST_WRITE;
                      end
           ST_WRITE  :  begin
                        if(valid)
                           N_STATE = ST_WENABLEP;
                         else
                           N_STATE = ST_WENABLE;
                       end
           ST_WRITEP  :   N_STATE = ST_WENABLEP;
           ST_RENABLE  :  begin
                        if(valid==1'b0)
                         N_STATE = ST_IDLE;
                        else if(valid==1'b1 && Hwrite==1'b0)
                         N_STATE = ST_READ;
                        else if(valid==1'b1 && Hwrite==1'b1)
                         N_STATE =ST_WWAIT;
                      end
           ST_WENABLE : begin
                       if(valid==1'b0)
                         N_STATE = ST_IDLE;
                       else if(valid==1'b1 && Hwrite==1'b0)
                         N_STATE = ST_READ;
                       else if(valid==1'b1 &&  Hwrite==1'b1)
                         N_STATE = ST_WWAIT;
                     end
            ST_WENABLEP : begin
                       if(Hwrite_reg==1'b0)
                          N_STATE = ST_READ;
                       else if(valid==1'b0 && Hwrite_reg==1'b1)
                          N_STATE = ST_WRITE;
                        else if(valid==1'b1 && Hwrite_reg==1'b1)
                           N_STATE = ST_WRITEP;
                     end
        endcase
 end
always@(posedge Hclk or negedge Hresetn)
 begin
   if(!Hresetn)
      begin
         Hreadyout = 1'b0;
         Hresp     = 2'b00;         
         Penable   = 1'b0;
         Pwrite    = 1'b0;
         Pwdata    =32'd0;
         Paddr     = 1'b0;
         Psel      = 3'b000;
       end
    else
      begin
         Hreadyout = 1'b0;
         Hresp     = 2'b00;
         Penable   = 1'b0;
         Pwrite    = 0;
         Psel      = 3'b000;
       case(STATE)
            ST_IDLE:  begin
                         Psel		= 1'b0;
                         Penable	= 1'b0;
                         Hreadyout      = 1'b1;
                         Pwrite         = 0;
                      end
            ST_READ :  begin
		       Pwrite   =  1'b0;
                        Paddr    =  Haddr2;
                         Psel    =  tsel;
                        Hreadyout=  1'b0;
                      end
           ST_WWAIT :  begin
                        Hreadyout	= 1;
                        Psel		= 0;
                          Pwrite=0;
                       end
            ST_WRITE : begin
                        Psel  		=   tsel;
                        Pwrite          =    1;
                        Penable         =    0;
                        Paddr           =   Haddr1;
                        Pwdata 		=   Hwdata1;
                        Hreadyout      =   1'b1;
                     end
            ST_WRITEP : begin
                       Paddr		=   Haddr2;
                       Psel		=   tsel;
                       Pwrite           =  1;
		       Hreadyout	=   1'b0;
                      	Pwdata = Hwdata1;
                     end
            ST_RENABLE : begin
			              Penable		=   1'b1;
                       Paddr            =  Haddr2;
                       Pwrite		=   1'b0;
                       Hreadyout	=   1'b1;
                     end
            ST_WENABLE : begin
                       Penable		=   1'b1;
                       Pwrite		=   1'b1;
                       Psel  		=   tsel;
                       Paddr            =   Haddr1;
                       Pwdata           =   Hwdata1;
                       Hreadyout        =   1'b1;
                     end
            ST_WENABLEP : begin
                        Pwrite		=   1'b1;
		         Penable	=  1'b1;
                       Paddr            =   Haddr2;
                       Pwdata           =   Hwdata2;
			if(Hwrite_reg)
                       Hreadyout	=  1'b1;
			else
			Hreadyout       = 0;
                      end
        endcase
     end
  end
endmodule
```

## run.sh

```bash
#!/bin/bash
# OpenROAD 26Q1-2900-gdf79404cd8, Yosys 0.63+post, stock flow scripts
make -C /OpenROAD-flow-scripts/flow DESIGN_CONFIG=/design/flow/config.mk WORK_HOME=/design/flow/orfs finish
```

## config.mk

```make
export PLATFORM = sky130hd
export DESIGN_NAME = bridge_top
export DESIGN_NICKNAME = bridge_top
export VERILOG_FILES = /design/flow/design.v
export SDC_FILE = /design/flow/constraint.sdc
export NUM_CORES = 4
export LEC_CHECK = 1
export CORE_UTILIZATION = 30
```

## constraint.sdc

```tcl
current_design bridge_top

set clk_period 6.6
set clk_io_pct 0.2

create_clock -name clk0 -period $clk_period [get_ports {Hclk}]

set non_clock_inputs [all_inputs -no_clocks]
set_input_delay [expr $clk_period * $clk_io_pct] -clock clk0 $non_clock_inputs
set_output_delay [expr $clk_period * $clk_io_pct] -clock clk0 [all_outputs]
```

==> results.cfg <==
; physical design summary
[setup_path]
start_kind = primary input
crit_chain = clkdlybuf4s50_1 -> nor4_1 -> nand4_1 -> o21ai_1 -> a21boi_0
crit_slowest_cell = nor4_1
cp.arrival_ps = 3050
path_class = in -> reg
worst-path-max-fanout = 7
critPathMaxStageDelay_ps = 460
crit_path_end_kind = flip-flop
crit_required_ps = 6940

[detailed_routing]
drc_errors = 0
routedWlPerCell_um = 14.3
firstDrtPassIters = 4
postRouteAntennaNets = 0
drt_wl_total_um = 13400
vias_per_cell = 4.29
antennaDiodeCount = 0
num_vias = 4030
drt_iter0_drc = 189

[timing]
fin_worst_skew_ps = 7.00
hold_viol = 0
relSlewSlack_pct = 47.5
slew_violations = 0
finalSetupTns_ps = 0
final_min_period_over_clock_period_pct = 41.1
fin_ws_ps = 3890
rsz0062_at_grt = false
fmax_mhz = 369
setup-violations-final = 0
period_minus_slack_ps = 2710
hold_ws_ps = 370
worst_slew_pin_slew_ps = 788

[clock_network]
cts_tree = built
cts_buffer_depth = 3
post_cts_buffers = 0
cts_htree_levels = 1
holdBufCountCts = 0
cts.sinks = 207
cts_buffers = 22
clock_latency_ps = 490
post_cts_resized = 0
cts.clk_slew.worst_paths_ps = 60
clockRootBuffer = clkbuf_16

[grt]
antenna_found_initial = 0
grt.total_usage_pct = 11.7
grt_pass1_vias = 4319
grt-ovfl-total = 0
grt_max_degree = 85
grt_pass1_wl_um = 21900

[floorplanning]
die-area_mm2 = 0.0245
rows = 56
boundaryPins = 206
die_w_um = 156
initial_core_util_pct = 30.6
die_h_um = 156
fp.coreArea_mm2 = 0.0234

[yosys]
ys.warnings.count = 2
top_cell_area_share_pct = 71.7
yosysSeqAreaShare_pct = 72.5
synthCells = 492
ys.flops = 207
ys_cells = 492
avgSynthCellArea_um2 = 14.5
largest_area_cell = dfrtp_1
ys_types = 33
ys_area_mm2 = 0.00716
synth_area_mm2 = 0.00716
synthTopCellsByArea = dfrtp_1 72%, mux2i_1 8.9%, buf_4 3.7%

[place]
io_buffer_count = 138
post-place-ws_ps = 3290
routabilityCongestion = 0.753
hpwl_um = 8570
place_area_mm2 = 0.00859

[cells_and_area]
layout_top_cells = 204 x dfrtp_1, 137 x clkdlybuf4s50_1, 64 x mux2i_1, 34 x nor2_1, 34 x nand2_1
final_area_mm2 = 0.00937
post_route_cells_drive_above_1_share_pct = 12.4
mi_logic_area_mm2 = 0.00156
area_growth_pct = 30.9
regArea_mm2 = 0.00519
fillers = 2129
mostFrequentLayoutCell = dfrtp_1

[run_status]
outcome = completed

[flow_run]
cap_violations = 0
warnings = 26

[worst_hold_path]
hold_class = reg -> reg

[pwr]
peakVddDrop_mv = 0.262
p_leak_uw = 0.00410
cellPowerDensity_mw_per_mm2 = 364
## final cells by class
cell class              count  area share (%)
flip-flops and latches    207            55.4
multi-input cells         230            16.7
repair buffers            145            15.3
clock buffers              32            7.15
well taps                 319            4.26
clock inverters             6            1.16
inverters                   1          0.0401
## worst max-delay path: cells and delay by family
family	cells	cell delay, ps
AND/OR/NAND/NOR	2	680
AND-OR/OR-AND	2	620
buffers and inverters	1	430
## final timing paths
path	start	endpoint	slack (ps)	cells past startpoint
worst min register to register	AHB.Hwdata1[28]	AHB.Hwdata2[28]	370	0
worst max register to register	APB.STATE[0]	APB.Pwdata[14]	4210	7
min in group asynchronous	Hresetn	AHB.Hwdata2[30]	860	1
worst min-delay path	AHB.Hwdata1[28]	AHB.Hwdata2[28]	370	0
worst max-delay path	Haddr[7]	APB.STATE[6]	3890	5
max in group asynchronous	Hresetn	APB.Paddr[17]	4470	2
## routing by layer
metal | track usage (%) | part of all wire (%)
met1 | 16.5 | 44
met2 | 17.7 | 45
met3 | 3.86 | 8.3
met4 | 3.31 | 3.1
met5 | 0 | 0
## logic make-up (layout without fill, tap and decap cells)
kind of cell | count (synthesis) | after routing | synth area share, %
DFF | 207 | 207 | 72.5
and+or+nand+nor | 93 | 93 | 6.10
AOI/OAI and AO/OA | 71 | 71 | 6.66
muxes | 64 | 64 | 8.95
buffers and inverters | 56 | 184 | 5.79
other | 1 | 2 | 0.0524
## through the flow
| stage | util [%] | total power [uW] | cells |
|---|---|---|---|
| CTS | 40.0 | 3480 | 940 |
| detailed placement | 36.7 | 2160 | 902 |
| global route | 40.0 | 3600 | 940 |
| finish | 40.0 | 3410 | 940 |
| floorplan | - | 1760 | 493 |
| global placement | 36.7 | 2150 | 902 |
## power breakdown
part	switching [uW]	internal, uW	leakage [uW]
logic	214	362	0.00127
clock network	461	817	0.000384
registers	97.6	1460	0.00244
total	773	2640	0.00410
## cell usage after synthesis
master / count
a21boi_0: 2
a21o_1: 1
a21oi_1: 5
a21oi_2: 28
a31o_2: 1
a32o_1: 1
and3_1: 2
and4_1: 1
buf_1: 1
buf_2: 4
buf_4: 35
buf_6: 9
clkbuf_1: 6
conb_1: 1
dfrtp_1: 205
dfstp_2: 1
edfxtp_1: 1
inv_1: 1
mux2i_1: 64
nand2_1: 34
nand3_1: 1
nand4_1: 2
nor2_1: 34
nor3_1: 4
nor3_4: 1
nor3b_1: 2
nor4_1: 6
nor4_4: 1
o21ai_0: 2
o21ai_1: 31
or2_1: 1
or3_1: 3
or4_1: 1
Power is estimated from default activity; no workload was simulated.
